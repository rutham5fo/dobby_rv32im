===== flow/design.v =====
`timescale 1ns/10ps
module ext_bus_int #(parameter ADDR_WIDTH = 16, parameter DATA_WIDTH = 32) (
        input                           clk,
        input                           reset_n,
        input                           ext_active,
        input                           slv_rdy_i,
        input                           mst_we_i,
        input   [1:0]                   mst_size_i,
        input   [ADDR_WIDTH-1:0]        mst_addr_i,
        input   [DATA_WIDTH-1:0]        mst_data_i,
        input   [DATA_WIDTH-1:0]        bus_data_recv,
		output  [DATA_WIDTH-1:0]        bus_data_drv,
        output  reg [DATA_WIDTH-1:0]    mst_data_o,
        output  reg [ADDR_WIDTH-1:0]    bus_addr_o,
        output  reg [1:0]               bus_size_o,
        output  reg                     bus_we_o,
        output  reg                     bus_en_o,
        output  reg                     transfer_ok,
		output	reg						bus_data_o_en,
		output	reg						bus_data_i_en
    );
    localparam BUS_IDLE     = 3'b000;
    localparam BUS_IO       = 3'b001;
    localparam BUS_WAIT     = 3'b010;
    localparam BUS_DONE     = 3'b011;
    localparam BUS_EXTEND   = 3'b100;
    reg                         assert_req;
    reg                         mst_en;
    reg                         mst_out_en;
	reg							transfer_ok_drv;
	reg							bus_o_en_drv;
	reg							bus_o_en_latch;
	reg							transfer_ok_latch;
	reg     [2:0]               cur_state;
    reg     [2:0]               next_state;
    wire    [DATA_WIDTH-1:0]    bus_io_recv;
    assign bus_data_drv = mst_data_i;
	assign bus_io_recv = bus_data_recv;
	always @(posedge clk, negedge reset_n) begin
        if (!reset_n) begin
            cur_state <= BUS_IDLE;
            bus_en_o <= 0;
            transfer_ok <= 0;
        end
        else begin
            cur_state <= next_state;
            bus_en_o <= mst_en;
			transfer_ok <= transfer_ok_latch;
        end
    end
	always @(posedge clk, negedge reset_n) begin
        if (!reset_n) begin
            bus_addr_o <= 0;
            bus_size_o <= 0;
            bus_we_o <= 0;	
        end
        else if (assert_req) begin
            bus_addr_o <= mst_addr_i;
            bus_size_o <= mst_size_i;
            bus_we_o <= mst_we_i;
		end
    end
	always @(posedge clk) begin
		bus_data_o_en <= bus_o_en_latch;
		bus_data_i_en <= ~bus_o_en_latch;
	end
    always @(posedge clk, negedge reset_n) begin
        if (!reset_n) mst_data_o <= 1'b0;
        else if (mst_out_en) mst_data_o <= bus_io_recv;
    end
    always @* begin
        next_state = cur_state;
        assert_req = 1'b0;
        mst_en = 1'b0;
        mst_out_en = 1'b0;
		transfer_ok_drv = 1'b0;
		bus_o_en_drv = 1'b0;
        if (cur_state == BUS_IDLE && ext_active) begin
            assert_req = 1'b1;
            mst_en = 1'b1;
            next_state = BUS_IO;
        end
        else if (cur_state == BUS_IO) begin
            if (slv_rdy_i) begin
                if (mst_we_i) begin
					bus_o_en_drv = 1'b1;
				end
                next_state = BUS_WAIT;
            end
            else mst_en = 1'b1;
        end
        else if (cur_state == BUS_WAIT) begin
            if (slv_rdy_i) begin
                if (!mst_we_i) mst_out_en = 1'b1;
				transfer_ok_drv = 1'b1;
                next_state = BUS_DONE;
            end
            else if (!slv_rdy_i && mst_we_i) bus_o_en_drv = 1'b1;  
        end
        else if (cur_state == BUS_EXTEND) begin
            next_state = BUS_DONE;
        end
        else if (cur_state == BUS_DONE) begin
            next_state = BUS_IDLE;
        end
    end
	always @(clk, bus_o_en_drv) begin
		if (!clk) bus_o_en_latch <= bus_o_en_drv;
	end
	always @(clk, transfer_ok_drv) begin
		if (!clk) transfer_ok_latch <= transfer_ok_drv;
	end
endmodule

===== flow/run.sh =====
#!/bin/bash
# OpenROAD 26Q1-2900-gdf79404cd8, Yosys 0.63+post, stock flow scripts
make -C /OpenROAD-flow-scripts/flow DESIGN_CONFIG=/design/flow/config.mk WORK_HOME=/design/flow/orfs finish

===== flow/config.mk =====
export PLATFORM = sky130hd
export DESIGN_NAME = ext_bus_int
export DESIGN_NICKNAME = ext_bus_int
export VERILOG_FILES = /design/flow/design.v
export SDC_FILE = /design/flow/constraint.sdc
export NUM_CORES = 4
export LEC_CHECK = 1
export CORE_UTILIZATION = 50

===== flow/constraint.sdc =====
current_design ext_bus_int

set clk_period 9.9
set clk_io_pct 0.2

create_clock -name clk0 -period $clk_period [get_ports {clk}]

set non_clock_inputs [all_inputs -no_clocks]
set_input_delay [expr $clk_period * $clk_io_pct] -clock clk0 $non_clock_inputs
set_output_delay [expr $clk_period * $clk_io_pct] -clock clk0 [all_outputs]

==> results.toml <==
# flow metrics
[placement]
dp_worst_setup_slack_ns = 1.662
place.gp.congestion = 0.8217
hpwl_mm = 4.092
portBuffers = 109

[sta]
slew_viol_final = 0
rsz0062_at_grt = "no"
max_slew_margin_pct = 44.46
layout_setup_ws_ns = 2.000
final.setup.tns_ns = 0
tightest_slew_ns = 0.8315
fin_skew_ns = 0.005676
finalHoldViolations = 0
setup_viol = 0

[pwr]
p_per_area_nw_per_um2 = 275.6
vdd_ir_drop_max_v = 0.0001829
clockPowerShare_pct = 18.4
power_switching_uw = 216.0
cellLeakagePower_nw = 1.657
p_seq_share_pct = 42.7
combPwrFrac_pct = 39.0
internal-power_uw = 783.7
switching_share_pct = 21.60
power_uw = 999.7

[run_status]
outcome = "finished clean"

[logic_synthesis]
ys_ff = 61
ys_warn_count = 1
topCellsByArea = "dfrtp_1 55%, mux2_4 18%, buf_4 9.4%"
syn_avg_cell_area_um2 = 15.66
ys_cells = 164
synth_area_um2 = 2569
ys_top_cells_by_count = "56 x dfrtp_1, 32 x buf_4, 30 x mux2_4, 21 x mux2_2"
edf_count = 0
synthMostInstantiatedCell = "dfrtp_1"
yosys_area_um2 = 2569
synth-main-ff-cell = "dfrtp_1"
synth_top_area_share_pct = 54.55
largest_area_cell = "dfrtp_1"
synth_cells = 164
synthArstFlopShare_pct = 93.44
synth_cell_types = 20

[min_path]
holdCritPathClass = "reg2reg"

[worst_setup_path]
required_ns = 5.27
crit_family = "simple AND/OR/NAND/NOR gates"
cp_slowest_stage_delay_ns = 0.47
slowest_stage = "clkdlybuf4s50_1"
crit_type = "in2latch"
worst-path-buf-inv = 1
crit_arrival_ns = 3.27
startpoint_type = "input port"
end_kind = "latch"
crit_chain = "clkdlybuf4s50_1 -> nand2_2 -> and3_1 -> and2_1"
crit_fanout = 26

[routing]
route.detailed.wl_per_inst_um = 17.57
n_antenna_cell = 0
dr.first_iter.drc_count = 60
drc = 0
ant_nets = 0
firstDrtPassIters = 3
viasPerCell = 4.789
vias = 1523
routed_wl_mm = 5.587

[clock_tree]
clockBufferDepth = 2
cts_setup_buffers = 0
cts_resized = 0
cts_root_buf = "clkbuf_8"
cts_inserted_buffers = 9
cts.hold.buffers_added = 0
clk_pin_slew_ns = 0.06
cts_tree = "yes"
numClockSinks = 61
cts_max_level = 3
insertion_delay_ns = 0.32

[die]
die_h_um = 73.68
chipArea_um2 = 5428
ios = 174
core_um2 = 4817
rows = 25
die_x_um = 73.68
floorplan.core_util_pct = 53.32

[flow_run]
warning_count = 26
cap_violations = 0

[global_routing]
grt_use_total_pct = 22.09
grt_overflow = 0
grt_max_degree = 58
grt_pass1_vias = 1655
antenna_found_initial = 0
grt_pass1_wl_mm = 8.328

[layout]
area_growth_pct = 41.21
layout-drive-gt1-share_pct = 27.89
==> stage by stage <==
stage	hold WS (ns)	area (um2)	utilization, %	cells
after floorplan	0.4420	2569	-	164
after global placement	0.4779	3462	71.87	304
after detailed placement	0.4729	3462	71.87	304
after CTS	0.4879	3627	75.30	318
after global routing	0.5202	3627	75.30	318
final	0.4837	3627	75.30	318
==> cell type report <==
class	count	area [um2]
Clock buffer	12	155.1
Clock inverter	2	10.01
Fill cell	320	1190
Inverter	2	7.507
Multi-Input combinational cell	64	779.5
Sequential cell	61	1498
Tap cell	67	83.83
Timing Repair Buffer	110	1094
==> registers in the layout, indices dropped and copies added, names as in the netlist, 2 cells and up <==
| signal | count |
|---|---|
| mst_data_o | 32 |
| bus_size_o | 2 |
| cur_state | 4 |
| bus_addr_o | 16 |
==> layout by cell type (no fill, tap or decap), drive strengths merged <==
cell type and instances:
a21boi 1, buf 2, nand2b 1, mux2 51, o21ai 3, o21a 1, dlxtn 2, nand2 2
and3 2, and2 1, clkinv 2, dfstp 1, dfrtp 56, clkdlybuf4s50 108, nor2 1, dfxtp 2
inv 2, clkbuf 12, nand4 1
==> logic make-up (layout without fill, tap and decap cells) <==
group | after synthesis | in the layout | synth area share, %
buf+inv | 39 | 126 | 11.35
flops | 59 | 59 | 57.14
latches | 2 | 2 | 1.169
compound gates | 5 | 5 | 1.169
mux | 51 | 51 | 26.74
simple gates | 8 | 8 | 2.436
==> power groups by stage <==
stage / Clock (mW) / Combinational (mW) / Sequential (mW)
final: 0.184 / 0.389 / 0.427
after global routing: 0.202 / 0.423 / 0.440
after CTS: 0.191 / 0.396 / 0.428
==> worst paths after layout <==
path	depth (start not counted)	end	slack, ns	startpoint
max	4	transfer_ok_latch	2.00	ext_active
min in group asynchronous	2	mst_data_o[15]	1.78	reset_n
min	1	cur_state[0]	0.48	cur_state[3]
max in group asynchronous	2	mst_data_o[17]	7.65	reset_n
min reg2reg	1	cur_state[0]	0.48	cur_state[3]
max reg2reg	3	transfer_ok_latch	3.60	cur_state[0]
==> layer usage <==
layer	GRT usage, %	up-vias	share of wire (%)
li1	-	688	-
met1	28.06	720	36
met2	31.09	89	44
met3	12.62	26	15
met4	11.11	0	5.5
met5	0	-	0
Power and IR drop assume default switching activity.
