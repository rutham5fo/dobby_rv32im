$ cat /design/flow/run.sh
#!/bin/bash
# OpenROAD 26Q1-2900-gdf79404cd8, Yosys 0.63+post, stock flow scripts
make -C /OpenROAD-flow-scripts/flow DESIGN_CONFIG=/design/flow/config.mk WORK_HOME=/design/flow/orfs finish
$ cat /design/flow/config.mk
export PLATFORM = sky130hd
export DESIGN_NAME = mem_ctrl
export DESIGN_NICKNAME = mem_ctrl
export VERILOG_FILES = /design/flow/design.v
export SDC_FILE = /design/flow/constraint.sdc
export NUM_CORES = 4
export LEC_CHECK = 1
export CORE_AREA = 10 10 147 147
export DIE_AREA = 0 0 157 157
$ cat /design/flow/constraint.sdc
current_design mem_ctrl

set clk_period 7.4
set clk_io_pct 0.2

create_clock -name clk0 -period $clk_period [get_ports {clk}]

set non_clock_inputs [all_inputs -no_clocks]
set_input_delay [expr $clk_period * $clk_io_pct] -clock clk0 $non_clock_inputs
set_output_delay [expr $clk_period * $clk_io_pct] -clock clk0 [all_outputs]
$ cat /design/flow/design.v
`timescale 1ns/10ps
module mem_ctrl #(parameter DATA_WIDTH = 32, parameter ADDR_WIDTH = 32,
				   parameter EXTADDR_WIDTH = 16, parameter MAX_INIT_ADDR = 32'h3fff, parameter EXT_ADDR = 32'h00010000 )
	(
		input							clk,
		input							reset_n,
		input							ext_stall,
		input							transfer_ok,
		input   	[ADDR_WIDTH-1:0]   	inst_addr_core,
        input   	[ADDR_WIDTH-1:0]   	data_addr_core,
		input   	[DATA_WIDTH-1:0]    data_from_core,
        input   	[DATA_WIDTH-1:0]    ext_val_in,
		input							data_ext,
		input		[1:0]               data_op_type,
		input		[2:0]				data_byte_sel,
		input							intr0_ext,
		output							data_out_en,
		output	reg						intr0_ack,
		output	reg						mem_ext_drv,
		output	reg						mem_stall,
		output	reg						mem_we,
		output	reg						mem_re,
		output	reg						mem_en,
		output	reg	[2:0]				mem_byte_sel,
		output	reg	[ADDR_WIDTH-1:0]	mem_addr,
		output	reg	[DATA_WIDTH-1:0]	mem_write
	);
	localparam INIT_ADDR_MASK = EXT_ADDR | MAX_INIT_ADDR;
    localparam MEM_IDLE				= 3'b000;
	localparam MEM_EXT_WAIT			= 3'b001;
	localparam MEM_SYS_START		= 3'b010;
	localparam MEM_CPY				= 3'b011;
	localparam MEM_EXTEND			= 3'b100;
	localparam MEM_DONE				= 3'b101;
	localparam MEM_CPY_WAIT			= 3'b111;
	localparam BM_FULL_SEL	        = 3'b010;
	reg     [2:0]                   cur_state_mem;
    reg     [2:0]                   next_state_mem;
	reg								intr0_ack_drv;
	reg		[ADDR_WIDTH-1:0]		inst_addr_ext;
	reg								init_counter_en;
	reg								data_out_en_drv;
	reg								mem_write_sel;
	reg		[1:0]					mem_addr_sel;
	wire							init_done;
	assign init_done = (inst_addr_ext > INIT_ADDR_MASK) || intr0_ext;
	assign data_out_en = data_out_en_drv;
	always @(posedge clk, negedge reset_n) begin
        if (!reset_n) begin
            cur_state_mem <= MEM_SYS_START;
			intr0_ack <= 1'b0;
        end
        else begin
            cur_state_mem <= next_state_mem;
			intr0_ack <= intr0_ack_drv;
        end
    end
	always @(posedge clk, negedge reset_n) begin
        if (!reset_n) inst_addr_ext <= EXT_ADDR;
        else if (init_counter_en) inst_addr_ext <= inst_addr_ext + 4;
    end
    always @* begin
        next_state_mem = cur_state_mem;
		mem_en = ~ext_stall;
        mem_we = 1'b0;
		mem_re = 1'b1;
		mem_addr_sel = 2'b00;
		mem_write_sel = 1'b0;
        mem_stall = 1'b0;
		mem_ext_drv = 1'b0;
		mem_byte_sel = data_byte_sel;
		data_out_en_drv = 1'b0;
		init_counter_en = 1'b0;
		intr0_ack_drv = 1'b0;
		if (cur_state_mem == MEM_SYS_START) begin
			mem_addr_sel = 2'b01;
			mem_write_sel = 1'b1;
			next_state_mem = MEM_CPY;
			mem_stall = 1'b1;
		end
        else if (cur_state_mem == MEM_CPY) begin
            mem_stall = 1'b1;
			if (init_done) begin
				if (intr0_ext) intr0_ack_drv = 1'b1;
				next_state_mem = MEM_IDLE;
			end
			else begin
				mem_ext_drv = 1'b1;
				mem_addr_sel = 2'b01;
				mem_write_sel = 1'b1;
				next_state_mem = MEM_CPY_WAIT;
			end
        end
		else if (cur_state_mem == MEM_CPY_WAIT) begin
			mem_stall = 1'b1;
			mem_addr_sel = 2'b01;
			mem_write_sel = 1'b1;
			if (transfer_ok) begin
				mem_we = 1'b1;
				mem_re = 1'b0;
				mem_byte_sel = BM_FULL_SEL;
				init_counter_en = 1'b1;
				next_state_mem = MEM_CPY;
			end
		end
		else if (cur_state_mem == MEM_EXT_WAIT) begin
			mem_stall = 1'b1;
			mem_re = 1'b0;
			mem_addr_sel = 2'b10;
			if(transfer_ok) next_state_mem = MEM_EXTEND;
		end
		else if (cur_state_mem == MEM_IDLE) begin
			if (data_op_type != 2'b00) begin
				mem_addr_sel = 2'b10;
				mem_stall = 1'b1;
				if (!data_ext) begin
					next_state_mem = MEM_EXTEND;
                	if (data_op_type == 2'b01) begin
                    	mem_we = 1'b1;
						mem_re = 1'b0;
                    end
                	else begin
                    	data_out_en_drv = 1'b1;
                	end
            	end
            	else begin
					mem_re = 1'b0;
					mem_ext_drv = 1'b1;
					next_state_mem = MEM_EXT_WAIT;
            	end
			end
		end
		else if (cur_state_mem == MEM_EXTEND) begin
			mem_re = 1'b0;
			mem_addr_sel = 2'b10;
			next_state_mem = MEM_DONE;
		end
		else if (cur_state_mem == MEM_DONE) begin
			next_state_mem = MEM_IDLE;
		end
    end
	always @* begin
		case (mem_addr_sel)
			2'b01		: mem_addr = inst_addr_ext;
			2'b10		: mem_addr = data_addr_core;
			default		: mem_addr = inst_addr_core;
		endcase
	end
	always @* begin
		case (mem_write_sel)
			1'b1		: mem_write = ext_val_in;
			default		: mem_write = data_from_core;
		endcase
	end
endmodule
==> flow_summary.toml <==
# implementation run metrics
[critical_path]
reg2reg_slack_ns = 5.12
cp_slowest_stage_delay_ns = 0.51
r2r-end = "inst_addr_ext[27]$_DFFE_PN0P_"
setup.worst_path.start_class = "input port"
critical_path_class = "input port to output pin"
critPathBufInv = 3
crit_family = "buffers and inverters"
slowest_stage = "clkdlybuf4s50_1"
r2r-start = "cur_state_mem[5]$_DFF_PN0_"
reg2reg_depth = 4
cp-end-kind = "output pin"
path_cells = "clkdlybuf4s50_1 -> nor4_1 -> and4_1 -> nand2_1 -> a21oi_1 -> ha_2 -> buf_4 -> nand2_1 -> o21ai_0 -> clkdlybuf4s50_1"
required_ns = 5.92
crit_fanout = 40
arrival_ns = 4.24

[synth]
synth_cell_types = 42
synth-async-reset-ratio = 1.00
ys_area_um2 = 3560
ys_warn_count = 1
edf_count = 0
ys_cells = 483
synth_seq_share = 0.268
ys_seq_elements = 38
syn-cell-area_um2 = 3560
synthFlopType = "dfrtp_1"
syn_inst = 483
syn_avg_cell_area_um2 = 7.37

[finish]
drive_gt1_frac = 0.0468
logic_area_um2 = 2390
final_area_um2 = 6030
fillers = 1939
area_delta_synth_final_pct = 69.5
seqCellArea_um2 = 953

[routing]
wl_um = 15700
first_pass_iters = 5
drtIter0Drc = 288
vias_per_cell = 4.94
drtAntennaViolNets = 0
num_vias = 4428
drc = 0
antenna-diode-count = 0
wire_per_inst_um = 17.5

[clock_tree]
clk_pin_slew_worst_paths_ns = 0.06
cts_buffers = 5
post_cts_resized = 0
cts_max_level = 2
cts_hold_buf = 0
postCtsSetupRepairBufs = 0
cts_tree = "done"
root_buffer = "clkbuf_16"
clkLatencyLatePin_ns = 0.28
clock-sinks = 38
cts_buffer_depth = 2

[die]
die_area_um2 = 24600
dieWidth_um = 157
core_um2 = 18600
rows = 50
initial_core_util = 0.192
fp.dieH_um = 157
design.portCount = 213

[global_routing]
grt_pass1_vias = 4439
grt_max_degree = 65
grt_pass1_wl_um = 24400
gr-total-overflow = 0
antenna_found_initial = 0
grt.total_usage = 0.121

[power]
peakVddDrop_v = 0.0000977
leakagePower_nw = 2.30
total_power_w = 0.000704
p_per_area_nw_per_um2 = 117

[worst_hold_path]
min-delay-start = "cur_state_mem[2]$_DFF_PN0_"
min_delay_path_depth = 0
hp-class = "flop to flop"
hold_end = "cur_state_mem[4]$_DFF_PN0_"

[flow_run]
warnings = 26
drv_cap = 0

[status]
status = "finished clean"

[sta]
finClkSkew_ns = 0.00526
worst_slew_pin_slew_ns = 0.576
rsz0062_at_grt = "false"
final-max-slew-violation-count = 0
fin_crit_sh = 0.773
min_period_ns = 5.72
hold_violations = 0
setup_violations = 0
tns_ns = 0
setup_ws_ns = 1.68
hold_slack_ns = 0.383
maxSlewHeadroom = 0.616
timing.fmax_mhz = 175

[placed_design]
post_dp_cell_area_um2 = 5870
dp_hpwl_um = 11600
portBuffers = 212
place_ws_ns = 1.63
gp_congestion = 0.872
-- where the power goes --
part | leakage [nW] | internal, W | switching, W | total, W
Sequential | 0.506 | 0.000211 | 0.00000432 | 0.000216
Combinational | 1.71 | 0.000163 | 0.0000868 | 0.000250
Clock | 0.0836 | 0.000158 | 0.0000810 | 0.000239
-- state kept, by name (all words and copies together) (netlist names) --
signal	cells
inst_addr_ext	30
cur_state_mem	7
intr0_ack	1
-- synth_stat cells, drive strengths merged (4+ instances only) --
cell type | n | area (µm²)
nand2 | 47 | 176
clkbuf | 46 | 174
nand3 | 44 | 220
nand4 | 43 | 269
a21oi | 36 | 180
dfrtp | 36 | 901
o21ai | 35 | 175
and3 | 34 | 213
o211ai | 33 | 248
a22oi | 30 | 225
xnor2 | 20 | 175
nor4 | 10 | 62.6
xor2 | 9 | 78.8
and4 | 6 | 52.6
buf | 6 | 33.8
inv | 5 | 18.8
nor2 | 5 | 18.8
nor3 | 5 | 25.0
and2 | 4 | 25.0
-- cell families after synthesis --
logic type / count (synthesis) / synth area share
AND/OR/NAND/NOR: 212 / 0.331
buffers and inverters: 57 / 0.0636
other: 1 / 0.00105
adder cells (fa/ha/maj): 3 / 0.0105
AND-OR/OR-AND: 142 / 0.252
flip-flops: 38 / 0.268
XOR/XNOR: 29 / 0.0714
multiplexers: 1 / 0.00281
-- placed cells by master, fill, tap and decap left out, types with 2 or more instances in the layout --
| cell | count |
|---|---|
| clkdlybuf4s50_1 | 211 |
| nand2_1 | 47 |
| nand3_1 | 44 |
| nand4_1 | 43 |
| a21oi_1 | 36 |
| dfrtp_1 | 36 |
| o21ai_0 | 34 |
| and3_1 | 34 |
| o211ai_1 | 33 |
| a22oi_1 | 30 |
| xnor2_1 | 20 |
| buf_4 | 12 |
| nor4_1 | 10 |
| xor2_1 | 9 |
| and4_1 | 6 |
| nor2_1 | 5 |
| inv_1 | 5 |
| clkbuf_16 | 5 |
| and2_1 | 4 |
| nor3_1 | 4 |
| nand2b_1 | 3 |
| a21o_1 | 2 |
| a22o_1 | 2 |
| or3_1 | 2 |
| ha_1 | 2 |
| clkinv_2 | 2 |
| dfstp_2 | 2 |
-- worst max-delay path by stage --
stage	start	to	slack, ns	cells after the start
6_report	intr0_ext	mem_addr[20]	1.68	10
5_1_grt	intr0_ext	mem_addr[20]	1.38	10
4_1_cts	intr0_ext	mem_addr[20]	1.62	10
-- layout make-up --
type / instances / area share
Tap cell: 234 / 0.0485
Multi-Input combinational cell: 388 / 0.397
Inverter: 5 / 0.00311
Clock inverter: 3 / 0.00664
Sequential cell: 38 / 0.158
Timing Repair Buffer: 224 / 0.366
Clock buffer: 5 / 0.0207
-- metal layers --
layer / vias to the layer above / part of all wire / track usage / routed length (µm)
met5: - / 0 / 0 / 0
li1: 2200 / - / - / -
met4: 0 / 0.0066 / 0.00809 / 104
met3: 7 / 0.11 / 0.0396 / 1730
met2: 210 / 0.44 / 0.195 / 6950
met1: 2011 / 0.44 / 0.161 / 6890
-- metrics by stage --
stage	instances	util
floorplan	483	-
detailed placement	889	0.316
global placement	889	0.316
CTS	897	0.325
global route	897	0.325
finish	897	0.325
Power figures rest on the tool's default switching activity, not on a simulated workload.
